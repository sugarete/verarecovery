**run.sh**
```bash
#!/bin/bash
# OpenROAD 26Q1-2900-gdf79404cd8, Yosys 0.63+post, stock flow scripts
make -C /OpenROAD-flow-scripts/flow DESIGN_CONFIG=/design/flow/config.mk WORK_HOME=/design/flow/orfs finish
```
**config.mk**
```make
export PLATFORM = sky130hd
export DESIGN_NAME = Serpent_LT
export DESIGN_NICKNAME = Serpent_LT
export VERILOG_FILES = /design/flow/design.v
export SDC_FILE = /design/flow/constraint.sdc
export NUM_CORES = 4
export LEC_CHECK = 1
export CORE_AREA = 10 10 106 106
export DIE_AREA = 0 0 116 116
```
**constraint.sdc**
```tcl
current_design Serpent_LT

set clk_period 2.8
set clk_io_pct 0.2

create_clock -name clk0 -period $clk_period

set non_clock_inputs [all_inputs -no_clocks]
set_input_delay [expr $clk_period * $clk_io_pct] -clock clk0 $non_clock_inputs
set_output_delay [expr $clk_period * $clk_io_pct] -clock clk0 [all_outputs]
```
**design.v**
```verilog
module Serpent_LT (
    input wire [127:0] i_data,
    output wire [127:0] o_data
);
assign o_data = linear_transform(i_data);
function [127:0] linear_transform;
    input [127:0] data;
    reg [31:0] temp_data, X0, X1, X2, X3;
    begin
        X0 = data[127:96];
        X1 = data[95:64];
        X2 = data[63:32];
        X3 = data[31:0];
        X0 = X0[18:0] | X0[31:19];  
        X2 = X2[28:0] | X2[31:29];  
        X1 = X1 ^ X0 ^ X2;
        X3 = X3 ^ X2 ^ (X0 << 3); 
        X1 = X1[30:0] | X1[31];  
        X3 = X1[24:0] | X1[31:25];  
        X0 = X0 ^ X1 ^ X3;
        X2 = X2 ^ X3 ^ (X1 << 7); 
        X0 = X0[26:0] | X0[31:27];  
        X2 = X2[9:0] | X2[31:10];  
        linear_transform = {X0, X1, X2, X3};
    end
endfunction
endmodule
```
==> impl_metrics.ini <==
; flow metrics
[detailed_routing]
ant_nets = 0
first_pass_iters = 4
via_count = 1977
drc = 0
wl_per_cell_um = 15.4
diodes = 0
routed_wirelength_um = 8120
drtIter0Drc = 30
viasPerCell = 3.74

[global_routing]
antenna_found_initial = 0
overflow = 0
grt_pass1_vias = 2126
grt_max_degree = 9
grt_first_pass_wirelength_um = 11200
grt_usage_pct = 10.5

[job]
cap_violations = 0
warnings = 65

[synth]
synth.largest_area_cell = buf_4
postSynthSeqShare_pct = 0
top_cell_area_share_pct = 26.0
most_common_cell = buf_4
ys_area_mm2 = 0.00159
syn_area_per_cell_um2 = 7.97
synthTopCellsByCount = 55 x buf_4, 36 x xor2_1, 23 x xnor2_1
syn_inst = 199
synth_warnings = 1
topCellsByArea = buf_4 26%, xor2_1 20%, xnor3_1 16%
ys_cells = 199
syn-cell-area_mm2 = 0.00159
ys_types = 28

[setup_path]
crit_slowest_cell = clkdlybuf4s50_1
cp.arrival_ps = 2180
cp_max_fo = 3
critPathLaunch = i_data[32]
endpoint_kind = output pin
start_kind = primary input
crit_chain = clkdlybuf4s50_1, nor2_2, xor3_2, buf_6, or2_1, clkdlybuf4s50_1
critPathCapture = o_data[64]
required_ps = 2240
max_stage_delay_ps = 410
critPathMostFrequentCell = clkdlybuf4s50_1
criticalPathCategory = primary input to output pin

[floorplan]
rows = 34
die_h_um = 116
chipArea_mm2 = 0.0135
dieWidth_um = 116
io_pins = 256
core_area_mm2 = 0.00885
initial_core_util_pct = 17.9

[timing]
setup_viol = 0
hold_viol = 0
fin_crit_sh_pct = 98.0
slew_viol_final = 0
rsz0062_at_grt = no
final.min_clock_period_ps = 2740
hold_ws_ps = 1700
max_freq_ghz = 0.365

[finish]
post-route-util_pct = 45.1
stdcell_area_mm2 = 0.00399
clkbuf_count = 0
layout-drive-gt1-share_pct = 24.0
register_area_um2 = 0
flops = 0
syn_to_final_growth_pct = 152

[placement]
dp_hpwl_um = 7320
io_buffers = 195
dpl_cell_area_mm2 = 0.00364
globalplace.congestion = 0.764

[status]
outcome = completed

[power]
p_leak_nw = 1.89
ir_worst_vdd_mv = 0.0936
power_density_mw_per_mm2 = 225

[worst_hold_path]
hp-class = primary input to output pin
-- routing by layer --
layer  global-route usage, %  part of all wire [%]  vias up
met5                       0                     0        -
met4                       0                     0        0
met3                    5.86                    15        0
met2                    19.0                    47      134
met1                    11.0                    38      860
li1                        -                     -      983
-- worst min path at each step --
stage	start	to	slack, ps	depth (start not counted)
finish	i_data[110]	o_data[110]	1700	2
global route	i_data[114]	o_data[114]	1720	2
CTS	i_data[64]	o_data[32]	1900	4
-- area by class of cell --
type / count / area (µm²)
repair buffers: 255 / 2430
inverters: 12 / 45.0
well taps: 108 / 135
fillers: 848 / 4860
multi-input cells: 154 / 1380
-- logic make-up after synthesis --
| group | count (synthesis) | synth area share (%) |
|---|---|---|
| mux | 2 | 1.26 |
| buf+inv | 73 | 30.3 |
| compound gates | 13 | 5.52 |
| xor+xnor | 72 | 51.2 |
| other cells | 1 | 0.237 |
| simple gates | 38 | 11.4 |
-- critical path: cells and delay by family --
family / cells / cell delay, ps
and+or+nand+nor: 2 / 350
xor gates and xnor gates: 1 / 310
buffers and inverters: 3 / 960
-- report_power, final --
| group | switching [mW] | internal (mW) | total (mW) |
|---|---|---|---|
| registers | 0 | 0 | 0 |
| logic | 0.258 | 0.639 | 0.896 |
| clock network | 0 | 0 | 0 |
| total | 0.258 | 0.639 | 0.896 |
-- what timing repair did --
action | 4_1_cts | 5_1_grt
endpoints found under the hold margin | 0 | 0
resized | 36 | 41
endpoints found under the setup margin | 16 | 21
pin swaps | 16 | 33
hold buffers | 0 | 0
setup buffers | 7 | 13
-- placed cells by master (no fill, tap or decap), types with 3 or more instances in the layout --
cell               n
dlymetal6s2s_1    16
conb_1            29
inv_1             11
nand2b_1           5
xor2_1            28
xor2_2             8
nand2_1            7
nor2_2             9
xnor2_1           16
buf_6              3
dlygate4sd2_1     12
clkdlybuf4s50_1  164
buf_4             57
or3_1              3
xnor2_2            7
o21ai_0            3
xnor3_2            6
o211ai_1           3
xnor3_1            6
nor2_1             7
-- through the flow --
stage	TNS (ps)	setup slack [ps]	instances	total power, mW
2_1_floorplan	0	650	227	0.291
3_3_place_gp	-1530	-312	509	0.855
3_5_place_dp	-1790	-344	509	0.855
4_1_cts	-58.9	-58.9	516	0.872
5_1_grt	0	1.61	529	0.976
6_report	0	57.2	529	0.896
Power figures rest on the tool's default switching activity, not on a simulated workload.
